==> design.v <==
module b6_4bit_dec_case (
    input [3:0] binary_in,
    output reg [15:0] decoder_out,
    input enable
);
always @ (*)
begin
    decoder_out = 0;
    if (enable) begin
        case (binary_in)
            4'h0 : decoder_out = 16'h1;
            4'h1 : decoder_out = 16'h2;
            4'h2 : decoder_out = 16'h4;
            4'h3 : decoder_out = 16'h8;
            4'h4 : decoder_out = 16'h10;
            4'h5 : decoder_out = 16'h20;
            4'h6 : decoder_out = 16'h40;
            4'h7 : decoder_out = 16'h80;
            4'h8 : decoder_out = 16'h100;
            4'h9 : decoder_out = 16'h200;
            4'hA : decoder_out = 16'h400;
            4'hB : decoder_out = 16'h800;
            4'hC : decoder_out = 16'h1000;
            4'hD : decoder_out = 16'h2000;
            4'hE : decoder_out = 16'h4000;
            4'hF : decoder_out = 16'h8000;
        endcase
    end
end
endmodule
==> run.sh <==
#!/bin/bash
# OpenROAD 26Q1-2900-gdf79404cd8, Yosys 0.63+post, stock flow scripts
make -C /OpenROAD-flow-scripts/flow DESIGN_CONFIG=/design/flow/config.mk WORK_HOME=/design/flow/orfs finish
==> config.mk <==
export PLATFORM = sky130hd
export DESIGN_NAME = b6_4bit_dec_case
export DESIGN_NICKNAME = b6_4bit_dec_case
export VERILOG_FILES = /design/flow/design.v
export SDC_FILE = /design/flow/constraint.sdc
export NUM_CORES = 4
export LEC_CHECK = 1
export CORE_AREA = 10 10 70 70
export DIE_AREA = 0 0 80 80
==> constraint.sdc <==
current_design b6_4bit_dec_case

set clk_period 1.5
set clk_io_pct 0.2

create_clock -name clk0 -period $clk_period

set non_clock_inputs [all_inputs -no_clocks]
set_input_delay [expr $clk_period * $clk_io_pct] -clock clk0 $non_clock_inputs
set_output_delay [expr $clk_period * $clk_io_pct] -clock clk0 [all_outputs]
==> impl_metrics.json <==
{
  "status": "finished, final reports clean",
  "drc": 0,
  "vias_per_cell": 2.901,
  "syn_inst": 23,
  "grtUsageTotal_pct": 2.955,
  "worst_pin_slew_ns": 0.1683,
  "setup_viol": 0,
  "switching_share_pct": 44.05,
  "path_delay_family": "simple AND/OR/NAND/NOR gates",
  "arrival_ns": 1.14,
  "dp_hpwl_um": 823.7,
  "hold_path_class": "input pin to output port",
  "overflow": 0,
  "p_clk_share_pct": 0,
  "yosys.cell_types.count": 9,
  "fp.dieW_um": 80,
  "slowest_delay_ns": 0.39,
  "crit_slowest_cell": "or3b_4",
  "layout_setup_ws_ns": 0.06197,
  "seq_power_share_pct": 0,
  "min_period_ns": 1.438,
  "p_switching_mw": 0.03367,
  "whs_endpoint": "decoder_out[1]",
  "yosysChipArea_sq_um": 120.1,
  "drive_above_1_share_pct": 60.00,
  "cp.required_ns": 1.20,
  "coreArea_sq_mm": 0.003416,
  "p_int_mw": 0.04277,
  "grt_pass1_vias": 291,
  "gp_congestion": 0.7087,
  "vias": 293,
  "timing.slew.headroom_pct": 88.74,
  "dr.first_iter.drc_count": 5,
  "finalMaxSlewViolations": 0,
  "p_leak_nw": 0.2327,
  "fmax_mhz": 695.4,
  "finalHoldViolations": 0,
  "top_cells_by_area": "nor2_1 34%, nor3_1 13%, nand3b_1 13%",
  "wl_per_cell_um": 10.05,
  "grt_max_degree": 5,
  "ys_cells": 23,
  "crit_path_end_kind": "output port",
  "chipArea_sq_mm": 0.006400,
  "seq_area_sq_um": 0,
  "crit_type": "input pin to output port",
  "first_pass_iters": 2,
  "postRouteWirelength_mm": 1.015,
  "max-vdd-ir-drop_mv": 0.03147,
  "period_used_pct": 95.87,
  "area_growth_pct": 302.1,
  "die_h_um": 80,
  "yosys_warnings": 1,
  "io_pins": 21,
  "clock_buffers": 0,
  "syn_area_sq_um": 120.1,
  "warnings": 32,
  "port_buffers": 21,
  "ys_seq_share_pct": 0,
  "startpoint": "binary_in[2]",
  "rows": 21,
  "start_kind": "input pin",
  "n_antenna_cell": 0,
  "fp_util_pct": 3.516,
  "maxCapViolations": 0,
  "p_comb_share_pct": 100.0,
  "ant_nets": 0,
  "hold_start": "binary_in[0]",
  "avgSynthCellArea_sq_um": 5.222,
  "hold_depth": 4,
  "cp_num_buf_inv": 3,
  "path_cells": "buf_4 -> or3b_4 -> buf_6 -> nor2_1 -> buf_2",
  "grt_pass1_wl_mm": 1.511,
  "top_cell_area_share_pct": 34.38,
  "flops": 0,
  "rsz0062_at_grt": "no",
  "fin_util_pct": 14.14,
  "cp.depth": 5,
  "cp_max_fo": 4,
  "yosysTopAreaCell": "nor2_1",
  "place_ws_ns": -0.6131,
  "p_per_area_mw_per_mm2": 158.3,
  "mostFrequentLayoutCells": "9 x dlygate4sd2_1, 8 x nor2_1, 8 x buf_4, 7 x buf_2, 5 x buf_6",
  "layout_top_cell": "dlygate4sd2_1",
  "antenna_found_initial": 0
}
-- kinds of logic after synthesis --
group / Yosys count / synth area share (%)
and+or+nand+nor: 23 / 99.99
-- timing repair --
| action | in CTS | in global routing |
|---|---|---|
| hold buffers | 0 | 0 |
| pin swaps | 13 | 2 |
| endpoints found under the setup margin | 16 | 8 |
| gates resized | 59 | 7 |
| setup buffers | 8 | 1 |
-- worst max path at each step --
| stage | endpoint | slack, ns |
|---|---|---|
| after CTS | decoder_out[0] | 0.02 |
| after global routing | decoder_out[13] | 0.007 |
| final | decoder_out[9] | 0.06 |
-- cells in the mapped netlist --
| library cell | instances |
|---|---|
| nand2_1 | 1 |
| nand2b_1 | 2 |
| nand3_1 | 1 |
| nand3b_1 | 2 |
| nor2_1 | 11 |
| nor2_2 | 1 |
| nor3_1 | 3 |
| nor3_2 | 1 |
| or3b_4 | 1 |
-- tightest hold or removal path: stages --
cell      delay [ns]
buf_2           0.14
nand2b_4        0.10
nor2_2          0.04
buf_2           0.10
-- power groups by stage --
stage / registers [mW] / logic (mW) / clock network (mW)
after CTS: 0 / 0.0734 / 0
final: 0 / 0.0764 / 0
after global routing: 0 / 0.0828 / 0
-- cell type report --
type,count,area (sq um)
Fill cell,404,2933
Multi-Input combinational cell,23,170.2
Tap cell,46,57.56
Timing Repair Buffer,32,255.2
-- metrics by stage --
step	hold slack, ns	instances	instance area [sq um]	power, mW	setup TNS, ns
final	0.9793	101	483.0	0.07645	0
after global routing	1.002	101	483.0	0.08282	0
after CTS	0.9775	101	476.7	0.07339	0
after detailed placement	1.659	93	410.4	0.05785	-8.245
after global placement	1.669	93	410.4	0.05735	-7.998
after floorplan	0.6127	23	120.1	0.01456	0
-- metal layers --
metal	GRT usage [%]	routed length, um	vias up
met5	0	0	-
met4	0	0	0
met3	0.9091	129	0
met2	6.019	550	11
met1	2.966	335	138
li1	-	-	144
Power is estimated from default activity; no workload was simulated.
