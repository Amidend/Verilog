==> flow/design.v <==
module b1_enc_assign(
   input [15:0] in,
   output [3:0] binary_out,
   input enable
  );
  assign binary_out[0] = (in[1] | in[3] | in[5] | in[7] | in[9] | in[11] | in[13] | in[15]) & enable;
  assign binary_out[1] = (in[2] | in[3] | in[6] | in[7] | in[10] | in[11] | in[14] | in[15]) & enable;
  assign binary_out[2] = (in[4] | in[5] | in[6] | in[7] | in[12] | in[13] | in[14] | in[15]) & enable;
  assign binary_out[3] = (in[8] | in[9] | in[10] | in[11] | in[12] | in[13] | in[14] | in[15]) & enable;
endmodule
module timeQuest_wrapper(clock,SW,LED,enable);
	input clock,enable;
	input [9:0] SW;
	output [3:0] LED;
	reg [9:0] SW_reg;
	reg [3:0] LED_reg;  
	wire [3:0] LED_wire;
	wire [9:0] SW_wire;
	assign SW_wire = SW_reg;
	always @(posedge clock)
		begin
			SW_reg <= SW;  
			LED_reg<=LED_wire;
		end
	assign LED = LED_reg;
endmodule
module lab3
(
    input   [ 1:0]  KEY,
    input   [ 9:0]  SW,
    output  [ 9:0]  LEDR
);
	timeQuest_wrapper wrapper_inst (KEY[1], SW, LEDR[3:0], KEY[0]);
endmodule
==> flow/run.sh <==
#!/bin/bash
# OpenROAD 26Q1-2900-gdf79404cd8, Yosys 0.63+post, stock flow scripts
make -C /OpenROAD-flow-scripts/flow DESIGN_CONFIG=/design/flow/config.mk WORK_HOME=/design/flow/orfs finish
==> flow/config.mk <==
export PLATFORM = sky130hd
export DESIGN_NAME = b1_enc_assign
export DESIGN_NICKNAME = b1_enc_assign
export VERILOG_FILES = /design/flow/design.v
export SDC_FILE = /design/flow/constraint.sdc
export NUM_CORES = 4
export LEC_CHECK = 1
export CORE_AREA = 10 10 70 70
export DIE_AREA = 0 0 80 80
==> flow/constraint.sdc <==
current_design b1_enc_assign

set clk_period 1.0
set clk_io_pct 0.2

create_clock -name clk0 -period $clk_period

set non_clock_inputs [all_inputs -no_clocks]
set_input_delay [expr $clk_period * $clk_io_pct] -clock clk0 $non_clock_inputs
set_output_delay [expr $clk_period * $clk_io_pct] -clock clk0 [all_outputs]
==> results.py <==
# Metrics from the implementation run
metrics = {
    "timing": {
        "period_used_pct": 108,
        "slew_viol_final": 0,
        "finalCriticalPeriod_ns": 1.08,
        "worst_pin_slew_ns": 0.243,
        "setup_slack_ns": -0.0778,
        "setup_viol": 2,
        "finalHoldViolCount": 0,
        "setup_tns_ns": -0.130,
        "rsz0062_at_grt": "true",
        "slew_headroom_pct": 83.7,
        "fmax_mhz": 928,
    },
    "min_path": {
        "hp-start": "in[10]",
        "min_path_type": "in2out",
    },
    "global_routing": {
        "track_usage_pct": 2.15,
        "grt_pass1_wl_um": 1150,
        "grt_max_degree": 5,
        "grt_pass1_vias": 226,
        "antenna_found_initial": 0,
        "grt_overflow": 0,
    },
    "job": {
        "cap_violations": 0,
        "warnings": 35,
    },
    "floorplanning": {
        "ios": 21,
        "fp_util_pct": 2.34,
        "core_area_sq_um": 3420,
        "die_h_um": 80,
        "die_w_um": 80,
        "die_area_sq_um": 6400,
        "rows": 21,
    },
    "yosys": {
        "syn_area_per_cell_sq_um": 7.28,
        "post_synth_num_cell_types": 3,
        "synth_area_sq_um": 80.1,
        "netlist.top_cell.by_area": "nor4_1",
        "yosysWarningCount": 0,
        "top_cell_area_share_pct": 46.9,
        "syn_inst": 11,
        "area_leaders": "nor4_1 47%, a21boi_0 38%, nor4_2 16%",
        "ys_chip_area_sq_um": 80.1,
        "yosys_cells": 11,
        "ys_seq_share_pct": 0,
    },
    "layout": {
        "final_util_pct": 12.2,
        "flop_area_sq_um": 0,
        "area_growth_pct": 419,
        "final_cell_mix": "11 x buf_2, 8 x buf_6, 4 x nor4_4",
        "n_sequential_cell": 0,
        "clockBufferCount": 0,
        "lay_top_count": "buf_2",
        "drive_above_1_share_pct": 88.6,
    },
    "outcome": {
        "violations": "setup timing",
        "outcome": "complete, but fails checks",
    },
    "route": {
        "drtIter0Drc": 4,
        "drt_wl_total_um": 784,
        "vias": 215,
        "wire_per_inst_um": 9.68,
        "post-route-drc-count": 0,
        "via_per_inst": 2.65,
        "drt.antenna.violating_nets": 0,
        "dr.pass1.iters": 2,
        "antenna_cells": 0,
    },
    "pwr": {
        "powerDensity_nw_per_um2": 305,
        "p_leak_nw": 0.145,
        "peakVddDrop_uv": 36.7,
    },
    "critical_path": {
        "path_class": "in2out",
        "cp-end-kind": "output pin",
        "critPathLaunchType": "input port",
        "crit_arrival_ns": 0.88,
        "setup.worst_path.end": "binary_out[3]",
        "critPathMaxFanout": 2,
        "crit_start": "in[15]",
        "cp.required_ns": 0.80,
    },
    "placement": {
        "port_buffers": 20,
        "place_congestion": 0.862,
        "dp_worst_setup_slack_ns": -0.841,
    },
    "clocking": {
        "cts_hold_buf": 0,
    },
}
[through the flow]
step | total power, mW | hold slack, ns | instance area (sq um) | std cells
6_report | 0.127 | 0.720 | 415 | 81
3_3_place_gp | 0.109 | 1.39 | 360 | 80
5_1_grt | 0.137 | 0.746 | 415 | 81
4_1_cts | 0.118 | 0.729 | 393 | 81
2_1_floorplan | 0.00913 | 0.480 | 80.1 | 11
3_5_place_dp | 0.110 | 1.40 | 360 | 80
[cell usage after synthesis, drive strengths merged]
master / count
nor4: 7
a21boi: 4
[where the power goes]
part           internal [mW]  switching (mW)  leakage [nW]  total (mW)
combinational         0.0763          0.0505         0.145       0.127
sequential                 0               0             0           0
clock                      0               0             0           0
total                 0.0763          0.0505         0.145       0.127
[worst min-delay path by stage]
stage,endpoint,cells after the start
CTS,binary_out[1],4
global route,binary_out[1],4
finish,binary_out[1],4
[critical path, cell delays in order]
cell and delay, ns:
buf_8 0.10, nor4_4 0.27, buf_4 0.15, a21boi_2 0.04
buf_2 0.12
[kinds of logic after synthesis]
| group | Yosys count | share of synthesized area (%) |
|---|---|---|
| AOI/OAI and AO/OA | 4 | 37.5 |
| and+or+nand+nor | 7 | 62.5 |
[routing by layer]
layer	vias up	wire length, um	GRT usage [%]
li1	100	-	-
met1	98	338	2.77
met2	17	293	3.21
met3	0	151	1.25
met4	0	0	0
met5	-	0	0
[timing repair]
item / 4_1_cts / 5_1_grt
buffers inserted: 1 / 0
pin swaps: 11 / 5
resized: 94 / 5
setup endpoints to repair: 4 / 4
[cell type report]
cell class	count	area, sq um
Fill cell	393	3000
Timing Repair Buffer	24	198
Multi-Input combinational cell	11	160
Tap cell	46	57.6
Power figures rest on the tool's default switching activity, not on a simulated workload.
